==> /design/flow/design.v <==
module Cdf_Fetch(
  input wire          clock,
  input wire          reset_n,
  input wire         start,
  input wire [35:0]  ReadBus,
  output wire [15:0]   ReadAddr,
  output reg [19:0]   AccumlateOut,
  output reg          StartOut,
  output reg [15:0]   StoreAddress,
  input wire input_base_offset,
  output reg done
  );
  reg [8:0]           count;
  reg [19:0]         DataIn;
  reg [15:0]          ReadAddress;
  reg done0, done1;
  assign ReadAddr =  ReadAddress;
  always@(*)
    begin
      if(ReadBus[35:20] == 16'haaaa)
        DataIn <= ReadBus[19:0];
      else
        DataIn <= 20'd0;
    end
  always@(posedge clock or negedge reset_n)
    begin
      if(!reset_n)
        begin
          StoreAddress <= 16'b0;
          done1 <= 1'd0;
          done <= 1'd0;
        end
      else if(start)
        begin
          StoreAddress <= ReadAddress;
          done1 <= done0;
          done <= done1;
        end
      else
        begin
          StoreAddress <= 16'b0;
          done1 <= 1'd0;
          done <= 1'd0;
        end
    end
  always@(posedge clock or negedge reset_n)
    begin
      if(!reset_n)
        begin
          ReadAddress <= 16'b0;
          AccumlateOut <= 20'b0;
          StartOut <= 1'b0;
          count <= 0;
          done0 <= 1'd0;
        end
      else
        begin
          if(start & (count < 9'd256))
            begin
              ReadAddress <= ReadAddress + 1'b1;
              AccumlateOut <= DataIn;
              StartOut <= 1'b1;
              count <= count + 1'b1;
              done0 <= 1'd0;
            end
          else if(start & (count >9'd255))
            begin
              ReadAddress <= 16'd0;
              AccumlateOut <= DataIn;
              StartOut <= 1'b0;
              count <= count;
              done0 <= 1'd1;
            end
          else
            begin
              ReadAddress <= {input_base_offset,15'b0};
              AccumlateOut <= 20'b0;
              StartOut <= 1'b0;
              count <= 1'b0;
              done0 <= 1'd0;
            end
        end
    end
endmodule
==> /design/flow/run.sh <==
#!/bin/bash
# OpenROAD 26Q1-2900-gdf79404cd8, Yosys 0.63+post, stock flow scripts
make -C /OpenROAD-flow-scripts/flow DESIGN_CONFIG=/design/flow/config.mk WORK_HOME=/design/flow/orfs finish
==> /design/flow/config.mk <==
export PLATFORM = sky130hd
export DESIGN_NAME = Cdf_Fetch
export DESIGN_NICKNAME = Cdf_Fetch
export VERILOG_FILES = /design/flow/design.v
export SDC_FILE = /design/flow/constraint.sdc
export NUM_CORES = 4
export LEC_CHECK = 1
export CORE_UTILIZATION = 40
==> /design/flow/constraint.sdc <==
current_design Cdf_Fetch

set clk_period 3.6
set clk_io_pct 0.2

create_clock -name clk0 -period $clk_period [get_ports {clock}]

set non_clock_inputs [all_inputs -no_clocks]
set_input_delay [expr $clk_period * $clk_io_pct] -clock clk0 $non_clock_inputs
set_output_delay [expr $clk_period * $clk_io_pct] -clock clk0 [all_outputs]
==> run notes <==
Implementation run completed; key figures follow.

Yosys:
- The run gives the area of the mapped netlist as 2630 um^2.
- Summed over its instances, the top area cell type makes up 61.9% of the synthesized netlist area.
- The run puts the average size of a mapped cell at 10.9 um^2.
- The run puts the number of enable-type register cells in the synthesized netlist at 0.
- sky130_fd_sc_hd__dfrtp_1 takes more of the synthesized area than any other cell.
- The run gives the Yosys warning count as 1.
- The run puts the register share after synthesis at 61.9%.
- The run gives the number of register bits inferred by synthesis as 65.
- After synthesis, the design contains 240 cells according to Yosys.
- The run puts the instance count of the mapped netlist at 240.
- Yosys instantiated no cell more often than sky130_fd_sc_hd__dfrtp_1.
- The commonest cells after synthesis are sky130_fd_sc_hd__dfrtp_1 (65), sky130_fd_sc_hd__inv_1 (26), sky130_fd_sc_hd__nor3_1 (21).
- In the post-synthesis netlist, the biggest area contributors are sky130_fd_sc_hd__dfrtp_1 (62%), sky130_fd_sc_hd__nor3_1 (4.0%), sky130_fd_sc_hd__inv_1 (3.7%).
- Looking at the cell usage after synthesis, the top flip-flop cell is sky130_fd_sc_hd__dfrtp_1.
- The run puts the distinct cell type count after synthesis at 34.
- The run puts the share of flip-flops with an asynchronous set or reset after synthesis at 100%.
- The run gives the post-synth area from yosys stat as 2630 um^2.

Setup path:
- The run gives the reg-to-reg critical path startpoint as count[0].
- STA classifies the critical path startpoint as an input pin.
- The worst register-to-register path ends at AccumlateOut[16].
- The run gives the depth of the worst register-to-register path as 7.
- The OpenROAD report gives the critical path a data arrival time of 2.84 ns.
- Grouping stages by cell kind, the critical path spends the most delay in simple AND/OR/NAND/NOR gates.
- The run puts the register-to-register setup slack at 1.32 ns.
- Listed in order, past its start point the critical path passes clkdlybuf4s50_1 > a21boi_0 > nand3_1 > nor3_1.
- The report shows a maximum critical-path fanout of 20.
- The run gives the endpoint required time on the critical path as 3.83 ns.
- The largest individual stage delay along the critical path comes from the cell sky130_fd_sc_hd__clkdlybuf4s50_1.
- The run gives the number of buffer and inverter stages on the critical path as 1.
- STA classifies the critical path endpoint as a register.
- The run gives the type of the worst setup path as input pin to register.
- The run gives the biggest cell delay along the critical path as 0.81 ns.

Place:
- The run gives the count of port buffers added during placement as 93.
- The run gives the minimum setup slack after placement as 0.559 ns.
- The run gives the placer's final routability congestion estimate as 0.781.
- The wire-length estimate of the detail-placed layout is 3920 um.

Routing:
- The run puts the DRC violation count after routing at 0.
- The run gives the number of DRC violations after detailed-routing iteration 0 as 67.
- The routed design uses 523 um of met3 wire.
- The run puts the aggregate routed wire length at 5650 um.
- After detailed routing, the met2 layer carries 2410 um of wire.
- The final antenna diode tally reported by the flow is 0.
- The run puts the met1 layer wirelength in the final routing at 2610 um.
- The run puts the length of the first detailed-routing pass in iterations at 4.
- Once detail routing completed, the nets flagged for antenna violations numbered 0.
- The run gives the ratio of routed vias to standard cells as 4.83.
- The run puts the total number of vias at 2017.
- For this sky-water flow run, the detailed-routed wirelength per cell is reported as 13.5 um.
- The run gives the top metal layer carrying routed signals as met4.

Timing:
- The run gives the transition time at the pin with the least slew margin as 0.757 ns.
- In the final report, the number of pins over their slew limit comes to 0.
- The run puts the shortest clock period the worst path allows after layout at 2.61 ns.
- The run gives the final critical-path setup slack as 0.989 ns.
- The run gives the worst slew slack as a fraction of its limit as 49.4%.
- Setup repair after global routing left no endpoint under its margin.
- After routing, the total negative slack on setup checks comes to 0 ns.
- The run gives the final worst clock skew as 0.00475 ns.
- For this run, the final setup violation count is recorded as 0.
- Hold-check failures listed in the final report amount to 0.
- The run gives the final worst-path cycle share as 72.5%.
- The run gives the achievable frequency as 383 MHz.

Die:
- The run puts the die footprint at 6900 um^2.
- The run puts the starting density of the core at 41.4%.
- The run gives the overall die width as 83.1 um.
- In this run the standard cell core region covers 6350 um^2.
- The run puts the row count at 29.
- In this run the count of I/O pins placed on the die edge is 94.
- The floorplan step set the die height to 83.1 um.

Clock tree:
- The run gives the number of buffers created by CTS as 9.
- The run gives the number of sinks driven by the clock tree as 65.
- The clock passes through at most 2 buffers.
- The run puts the setup fix buffers added after clock tree synthesis at 0.
- TritonCTS built the clock tree.
- In this run, post-CTS hold repair placed 0 buffers.
- For reference, the clock transition at the flip-flops on the worst setup and hold paths is 0.07 ns.
- The run puts the maximum level of the CTS H-tree at 3.
- The run puts the post-CTS resize count at 0.
- Per the skew report, the later register of the worst-skew pair sees a clock latency of 0.33 ns.
- The run gives the clock root buffer as sky130_fd_sc_hd__clkbuf_8.

GRT:
- The run gives the initial antenna violation count as 0.
- The run gives the pin count of the biggest net entering global routing as 31.
- The run gives the wire length of the first global-routing pass as 10000 um.
- The run puts the overall routing resource usage at 18.5%.
- The run gives the aggregate global routing overflow as 0.
- The run puts the via count of the first global-routing pass at 2121.

Pwr:
- For this design the ratio of total power to cell area is 423 nW/um^2.
- The run gives the worst IR drop on VDD as 0.000225 V.
- Summed over all cells, the static leakage comes to 0.00171 uW.
- The run gives the total power of the final layout as 1630 uW.

Min path:
- The run gives the type of the worst min-delay path as input pin to async pin.

Layout:
- The run puts the area added between synthesis and finish at 47.2%.
- The run puts the share of cells above drive strength 1 at 7.04%.

Job:
- The run puts the max-capacitance violation count at 0.
- The run puts the stage-log warning count at 25.

Outcome:
- The run finished with clean final reports.
==> sequential cells by signal, indices dropped and copies added (netlist names) <==
register      cells
ReadAddress      16
done0             1
StartOut          1
done              1
done1             1
StoreAddress     16
AccumlateOut     20
count             9
==> cell families (layout without fill, tap and decap cells) <==
kind of cell,Yosys count,count (layout),share of synthesized area [%]
adder cells (fa/ha/maj),3,3,1.43
flip-flops,65,65,61.9
XOR/XNOR,6,6,2.00
AND-OR/OR-AND,26,26,5.81
buffers and inverters,38,139,5.52
multiplexers,4,4,1.52
AND/OR/NAND/NOR,98,98,21.8
==> cells in the final DEF, fill, tap and decap left out, types with 4 or more instances in the layout <==
cell	n
sky130_fd_sc_hd__nand3_1	6
sky130_fd_sc_hd__o31ai_1	5
sky130_fd_sc_hd__or4_1	6
sky130_fd_sc_hd__clkbuf_8	10
sky130_fd_sc_hd__nand2b_1	4
sky130_fd_sc_hd__nor3_1	21
sky130_fd_sc_hd__or3_1	6
sky130_fd_sc_hd__nand2_1	10
sky130_fd_sc_hd__clkdlybuf4s50_1	92
sky130_fd_sc_hd__nor4bb_1	4
sky130_fd_sc_hd__inv_1	26
sky130_fd_sc_hd__nor2_1	12
sky130_fd_sc_hd__a21oi_1	12
sky130_fd_sc_hd__o21ai_0	6
sky130_fd_sc_hd__and2_1	15
sky130_fd_sc_hd__mux2i_1	4
sky130_fd_sc_hd__nand4_1	4
sky130_fd_sc_hd__dfrtp_1	65
sky130_fd_sc_hd__xor2_1	5
==> how the worst max path moves through the flow <==
stage | startpoint | cells past startpoint | slack (ns) | to
CTS | start | 4 | 0.94 | AccumlateOut[19]
global route | start | 4 | 0.70 | AccumlateOut[16]
finish | start | 4 | 0.99 | AccumlateOut[16]
==> per-stage QoR <==
| stage | utilization (%) | cell area, um^2 | instances | hold slack [ns] |
|---|---|---|---|---|
| floorplan | - | 2630 | 240 | 0.424 |
| global placement | 57.1 | 3620 | 402 | 0.439 |
| CTS | 60.9 | 3870 | 418 | 0.299 |
| finish | 60.9 | 3870 | 418 | 0.294 |
| detailed placement | 57.1 | 3620 | 402 | 0.443 |
| global route | 60.9 | 3870 | 418 | 0.305 |
==> layout make-up <==
| class | count | area [um^2] |
|---|---|---|
| fill | 526 | 2480 |
| sequential | 65 | 1630 |
| timing repair buffer | 95 | 941 |
| multi-input combinational | 137 | 856 |
| clock buffer | 10 | 138 |
| clock inverter | 6 | 105 |
| inverter | 28 | 105 |
| tap | 77 | 96.3 |
==> layer usage <==
metal  GRT usage, %  up-vias
li1               -     1004
met1           29.0      928
met2           26.9       74
met3           6.46       11
met4           2.51        0
met5              0        -
==> worst reg2reg max path, stage by stage, from the launching register on <==
cell,delay (ns)
sky130_fd_sc_hd__dfrtp_1,0.42
sky130_fd_sc_hd__ha_1,0.23
sky130_fd_sc_hd__nand2_1,0.06
sky130_fd_sc_hd__nor3_1,0.05
sky130_fd_sc_hd__ha_1,0.18
sky130_fd_sc_hd__a21boi_0,0.27
sky130_fd_sc_hd__nand3_1,0.58
sky130_fd_sc_hd__nor3_1,0.38
==> power by group <==
part           total, uW  internal, uW  switching [uW]
clock network        751           475             276
logic                120          71.0            49.3
registers            763           746            17.7
total               1630          1290             343
Power figures rest on the tool's default switching activity, not on a simulated workload.

==> design.v <==
module Cdf_Store(
  input wire clock,
  input wire reset_n,
  input wire StartIn,
  input wire [19:0] ResultIn,
  input wire [15:0] StoreAddressIn,
  output reg [127:0] WriteBus,
  output reg [15:0] WriteAddress,
  output reg WriteEnable
  );
  always@(posedge clock or negedge reset_n)
    begin
      if(!reset_n)
        begin
          WriteBus <= 16'b0;
          WriteAddress <= 16'b0;
          WriteEnable <= 1'b0;
        end
      else
        begin
          if(StartIn)
            begin    
              WriteBus <= ResultIn;
              WriteAddress <= StoreAddressIn;
              WriteEnable <= 1'b1;
            end
          else
            begin
              WriteBus <= 16'b0;
              WriteAddress <= 16'b0;
              WriteEnable <= 1'b0;
            end
        end
    end
  endmodule
==> run.sh <==
#!/bin/bash
# OpenROAD 26Q1-2900-gdf79404cd8, Yosys 0.63+post, stock flow scripts
make -C /OpenROAD-flow-scripts/flow DESIGN_CONFIG=/design/flow/config.mk WORK_HOME=/design/flow/orfs finish
==> config.mk <==
export PLATFORM = sky130hd
export DESIGN_NAME = Cdf_Store
export DESIGN_NICKNAME = Cdf_Store
export VERILOG_FILES = /design/flow/design.v
export SDC_FILE = /design/flow/constraint.sdc
export NUM_CORES = 4
export LEC_CHECK = 1
export CORE_AREA = 10 10 103 103
export DIE_AREA = 0 0 113 113
==> constraint.sdc <==
current_design Cdf_Store

set clk_period 1.0
set clk_io_pct 0.2

create_clock -name clk0 -period $clk_period [get_ports {clock}]

set non_clock_inputs [all_inputs -no_clocks]
set_input_delay [expr $clk_period * $clk_io_pct] -clock clk0 $non_clock_inputs
set_output_delay [expr $clk_period * $clk_io_pct] -clock clk0 [all_outputs]
==> results.cfg <==
; implementation run metrics
[finish]
n_fill_cell = 861
lay_top_cells = 108 x conb_1, 38 x buf_2, 37 x dfrtp_1, 37 x clkdlybuf4s50_1, 36 x and2_2
stdcell_area_um2 = 2450
drive_gt1_frac = 0.312
area_delta_synth_final_pct = 20.9
seqCellArea_um2 = 926
layout.cells.most_common = conb_1
final-comb-area_um2 = 676

[final_timing]
slew_viol_final = 0
fmax_mhz = 1030
fin_crit_ns = 0.972
setup_viol_count_final = 0
rsz0062_at_grt = yes
worst_hold_slack_ns = -0.123
hold_viol = 37
period_used_share = 0.972
fin_tns_setup_ns = 0

[placement]
placed_area_um2 = 2520
dp_hpwl_um = 4260
numPortBuffers = 75
globalplace.congestion = 0.782

[hold_path]
hold_class = input port to async pin

[setup_path]
slowest_delay_ns = 0.38
path_cells = buf_2
crit_family = flip-flops
slowest_stage = dfrtp_1
start_kind = flop
worstPathMaxFanout = 1
worst-path-buf-inv = 1
crit_path_end = WriteBus[6]
worstPathRequired_ns = 0.80
arrival_ns = 0.77
cp_num_cells = 1
critPathKind = flop to output pin
crit_start = WriteBus[6]$_DFF_PN0_
worstSetupEndpointType = output pin

[detailed_routing]
drc = 0
drtIter0Drc = 45
antenna_left = 0
avgRoutedWirePerCell_um = 13.6
via_per_inst = 2.92
vias = 1082
finalWirelength_um = 5050
antenna_cells = 0
drtPass1Iterations = 2

[cts]
numCtsBuffers = 5
clkSinkCount = 37
cts_tree = done
path_clk_slew_ns = 0.07
cts_setup_buffers = 0
cts.path.max_buffers = 2
h-tree-depth = 2
ctsRootBufferMaster = clkbuf_8

[global_route]
track_usage = 0.0701
grt_max_degree = 38
grt_pass1_vias = 1258
grt_first_pass_wirelength_um = 7180
antenna_found_initial = 0
overflow = 0

[logic_synthesis]
netlist_area_um2 = 2030
yosysWarnings = 1
ys_cells = 185
yosys_area_um2 = 2030
ys.flops = 37
syn_area_per_cell_um2 = 10.9
syn_inst = 185
ys_types = 5
postSynthSeqShare = 0.457

[floorplan]
row_count = 33
ios = 184
dieArea_um2 = 12800
die_x_um = 113
core-area_um2 = 8300
die_y_um = 113
fp_util = 0.244

[power]
combPwrFrac = 0.112
p_per_area_nw_per_um2 = 1320
switching_share = 0.192
p_int_uw = 2620
leakagePower_uw = 0.00135
total_power_uw = 3250
irDropWorstVdd_mv = 0.592
pwr-share-clk = 0.399
p_seq_frac = 0.489
power_switching_uw = 623

[run]
tool_warnings = 28
drv_cap = 0

[outcome]
violations = negative hold slack
status = finished with violations
power groups by stage:
stage	logic (uW)	registers [uW]	clock network, uW
finish	365	1590	1290
CTS	389	1590	1360
global route	424	1590	1410
synth_stat cells:
cell type  instances  area share
buf_4            108        0.40
dfrtp_1           37        0.46
and2_2            36        0.13
clkbuf_2           3      0.0074
conb_1             1      0.0019
registers in the layout, indices dropped and copies added, names as in the netlist:
register      count
WriteEnable       1
WriteAddress     16
WriteBus         20
metal layers:
layer  global-route usage  vias up  part of all wire
met2                0.118       98              0.48
li1                     -      495                 -
met3               0.0369        2              0.12
met4              0.00931        0            0.0085
met1               0.0796      487              0.39
met5                    0        -                 0
per-stage QoR:
step,cells,util,setup WS (ns)
after floorplan,292,-,0.400
after global placement,363,0.303,-0.136
after detailed placement,363,0.303,-0.143
after CTS,371,0.295,0.0108
after global routing,371,0.295,-0.0125
final,371,0.295,0.0283
kinds of logic after synthesis:
group / count (synthesis) / synth area share
other cells: 1 / 0.00185
flops: 37 / 0.457
buf+inv: 111 / 0.408
simple gates: 36 / 0.133
timing repair:
item                                   in CTS  in global routing
setup endpoints to repair                  37                  8
gates resized                             121                  0
endpoints found under the hold margin      37                 37
final cells by class:
type                       count  area share
clock buffer                   7      0.0352
multi-input combinational    144       0.276
sequential                    37       0.378
tap                          105      0.0536
timing repair buffer          77       0.245
clock inverter                 1      0.0123
how the worst min path moves through the flow:
stage,to,slack (ns),cells past startpoint
6_report,WriteAddress[8]$_DFF_PN0_,-0.12,2
4_1_cts,WriteBus[5]$_DFF_PN0_,-0.13,2
5_1_grt,WriteBus[12]$_DFF_PN0_,-0.12,2
Power is estimated from default activity; no workload was simulated.

==> flow/design.v <==
module Output_Fetch_MEM(
  input wire          clock,
  input wire          reset_n,
  input wire          start,
  input wire [127:0]  ReadBus,
  output reg [15:0]   ReadAddress,
  output reg [15:0]   DataOut,
  output reg          StartOut,
  input wire output_base_offset,
  output reg done
  );
  reg [3:0]           short_count;
  reg [127:0]           data_in;
  reg done0, done1, done2, done3, done4, done5, done6, done7, done8, done9, done10, done11;
  reg base_offset;
  reg StartOut1,  StartOut0;
  always@(posedge clock or negedge reset_n)
    begin
      if(!reset_n)
        begin
          done1 <= 1'd0;
          done2 <= 1'd0;
          done3 <= 1'd0;
          done4 <= 1'd0;
          done5 <= 1'd0;
          done6 <= 1'd0;
          done7 <= 1'd0;
          done8 <= 1'd0;
          done9 <= 1'd0;
          done10 <= 1'd0;
          done11 <= 1'd0;
          done <= 1'd0;
        end
      else if(start)
        begin
          done1 <= done0;
          done2 <= done1;
          done3 <= done2;
          done4 <= done3;
          done5 <= done4;
          done6 <= done5;
          done7 <= done6;
          done8 <= done7;
          done9 <= done8;
          done10 <= done9;
          done11 <= done10;
          done <= done11;
        end
      else
         begin
          done1 <= 1'd0;
          done2 <= 1'd0;
          done3 <= 1'd0;
          done4 <= 1'd0;
          done5 <= 1'd0;
          done6 <= 1'd0;
          done7 <= 1'd0;
          done8 <= 1'd0;
          done9 <= 1'd0;
          done10 <= 1'd0;
          done11 <= 1'd0;
          done <= 1'd0;
        end
    end
  always@(posedge clock or negedge reset_n)
    begin
      if(!reset_n)
        begin
          ReadAddress <= 16'b0;
          StartOut <= 1'b0;
          data_in <= 8'd0;
          short_count <= 4'd0;
          done0 <= 1'b0;
        end
      else
        begin
          if(start & (ReadAddress[14:0]) == 15'd19200)
            begin
              StartOut <= 1'd0;
              ReadAddress <= ReadAddress;
              data_in <= 8'd0;
              short_count <= 4'd0;
              done0 <= 1'b1;
            end
          else if(start & (short_count != 4'hf))
            begin
              ReadAddress <= ReadAddress;
              StartOut <= 1'b1;
              data_in <= ReadBus;
              short_count <= short_count + 1'b1;
              done0 <= 1'b0;
            end
          else if(start & (short_count == 4'hf))
            begin
              StartOut <= 1'd1;
              ReadAddress <= ReadAddress + 1'd1;
              short_count <= 4'd0;
              done0 <= 1'b0;
              data_in <= ReadBus;
            end
          else
            begin
              ReadAddress <= {output_base_offset, 15'b0};
              StartOut <= 1'b0;
              data_in <= 8'd0;
              short_count <= 1'b0;
              done0 <= 1'd0;
            end
        end
    end
  always@(posedge clock)
    base_offset <= output_base_offset;
  always@(*)
    begin
      case(short_count)
        16'hf: DataOut <= {base_offset,7'd0, data_in[15:8]};
        16'he: DataOut <= {base_offset,7'd0, data_in[23:16]};
        16'hd: DataOut <= {base_offset,7'd0, data_in[31:24]};
        16'hc: DataOut <= {base_offset,7'd0, data_in[39:32]};
        16'hb: DataOut <= {base_offset,7'd0, data_in[47:40]};
        16'ha: DataOut <= {base_offset,7'd0, data_in[55:48]};
        16'h9: DataOut <= {base_offset,7'd0, data_in[63:56]};
        16'h8: DataOut <= {base_offset,7'd0, data_in[71:64]};
        16'h7: DataOut <= {base_offset,7'd0, data_in[79:72]};
        16'h6: DataOut <= {base_offset,7'd0, data_in[87:80]};
        16'h5: DataOut <= {base_offset,7'd0, data_in[95:88]};
        16'h4: DataOut <= {base_offset,7'd0, data_in[103:96]};
        16'h3: DataOut <= {base_offset,7'd0, data_in[111:104]};
        16'h2: DataOut <= {base_offset,7'd0, data_in[119:112]};
        16'h1: DataOut <= {base_offset,7'd0, data_in[127:120]};
        16'h0: DataOut <= {base_offset,7'd0, data_in[7:0]};
      endcase
    end
endmodule
==> flow/run.sh <==
#!/bin/bash
# OpenROAD 26Q1-2900-gdf79404cd8, Yosys 0.63+post, stock flow scripts
make -C /OpenROAD-flow-scripts/flow DESIGN_CONFIG=/design/flow/config.mk WORK_HOME=/design/flow/orfs finish
==> flow/config.mk <==
export PLATFORM = sky130hd
export DESIGN_NAME = Output_Fetch_MEM
export DESIGN_NICKNAME = Output_Fetch_MEM
export VERILOG_FILES = /design/flow/design.v
export SDC_FILE = /design/flow/constraint.sdc
export NUM_CORES = 4
export LEC_CHECK = 1
export CORE_UTILIZATION = 40
==> flow/constraint.sdc <==
current_design Output_Fetch_MEM

set clk_period 4.0
set clk_io_pct 0.2

create_clock -name clk0 -period $clk_period [get_ports {clock}]

set non_clock_inputs [all_inputs -no_clocks]
set_input_delay [expr $clk_period * $clk_io_pct] -clock clk0 $non_clock_inputs
set_output_delay [expr $clk_period * $clk_io_pct] -clock clk0 [all_outputs]
==> run_results.csv <==
group,metric,value,unit
floorplanning,ioPinCount,166,
setup_path,worstSetupStartpoint,"short_count[0]",
final_timing,setup_violations,0,
floorplanning,die_area,17600,µm²
setup_path,reg2reg_depth,8,
placement,numPortBuffers,158,
finish,final_cell_area,9220,µm²
setup_path,cp-end-kind,"output pin",
placement,dp_hpwl,13.4,mm
finish,area_growth,34.7,%
grt,grt_pass1_vias,5272,
clock_network,ctsLongestPathBuffers,2,
final_timing,tightestPinTransition,0.784,ns
run,warnings,31,
worst_hold_path,hp-class,"in2async",
floorplanning,die_w,133,µm
synthesis,synth_area,6840,µm²
synthesis,ff_type,"dfrtp_1",
setup_path,reg2reg_from,"ReadAddress[0]",
finish,fillers,1385,
finish,drive_gt1_share,9.13,%
grt,grt_pass1_wl,30.4,mm
floorplanning,fp_util,41.1,%
drt,drt_pass1_iterations,7,
outcome,outcome,"completed",
final_timing,fin_crit_sh,96.7,%
grt,grt_max_degree,107,
synthesis,async_reset_ff_share,99.4,%
final_timing,hold_viol_final,0,
setup_path,worst-endpoint-required,3.20,ns
finish,area.sequential,4080,µm²
setup_path,startpoint_type,"register",
drt,first_iter_violations,395,
synthesis,ys_seq_share,59.5,%
drt,wl_per_cell,19.9,µm
final_timing,clock_skew,0.00692,ns
synthesis,postSynthAreaPerCell,11.3,µm²
synthesis,ys_cells,606,
setup_path,cp_max_fo,17,
synthesis,ys_seq_elements,163,
floorplanning,die_y,133,µm
synthesis,yosys_area,6840,µm²
pwr,irDropWorstVdd,0.328,mV
placement,placedInstanceArea,8580,µm²
final_timing,rsz0062_at_grt,"false",
drt,viasPerCell,5.38,
grt,antenna_found_initial,0,
clock_network,worstSkewPairLatency,0.42,ns
final_timing,max-slew-margin-rel,47.7,%
floorplanning,core,16600,µm²
setup_path,crit_type,"reg2out",
final_timing,fin_setup_tns,0,ns
drt,antenna-diode-count,0,
finish,combGateArea,2490,µm²
drt,vias,5246,
clock_network,tritoncts,"yes",
clock_network,cts_buffers,17,
final_timing,maxSlewViolCount,0,
clock_network,cts.clk_slew.worst_paths,0.06,ns
run,cap_violations,0,
drt,ant_nets,0,
final_timing,fmax,258,MHz
floorplanning,rows,47,
placement,gp_congestion,1.00,
synthesis,yosysUniqueCellTypes,56,
grt,grt_overflow,0,
synthesis,synthCells,606,
pwr,p_leak,0.00429,µW
synthesis,ys_warn_count,1,
setup_path,r2r_slack,1.63,ns
drt,routed_wl,19.4,mm
synthesis,synth-edff-count,0,
clock_network,holdBufCountCts,0,
setup_path,cp.arrival,3.07,ns
clock_network,clockRootBuffer,"clkbuf_16",
pwr,p_per_area,423,nW/µm²
drt,drc,0,
clock_network,cts_htree_levels,4,
clock_network,cts_sinks,163,
final_timing,finalCriticalPeriod,3.87,ns
grt,track_usage,23.8,%
## cells in the mapped netlist (6+ instances only)
cell	instances	area, µm²
mux2_2	8	90.1
a31oi_1	12	75.1
nand2_1	21	78.8
dfrtp_1	162	4050
a21oi_1	21	105
clkbuf_1	33	124
inv_1	8	30.0
ha_1	6	75.1
a221oi_1	10	87.6
nor2_1	15	56.3
mux2i_1	7	70.1
buf_4	10	75.1
buf_2	13	65.1
xnor2_1	7	61.3
and2_1	20	125
and3_1	134	838
nand3_1	18	90.1
o21ai_0	10	50.1
a22oi_1	20	150
nor3_1	6	30.0
## cells in the final DEF (no fill, tap or decap), types with 4 or more instances in the layout
| master | Yosys | routed |
|---|---|---|
| o21ai_0 | 10 | 10 |
| nand3_1 | 18 | 18 |
| conb_1 | 1 | 7 |
| nand4_1 | 4 | 4 |
| clkdlybuf4s50_1 | 0 | 156 |
| nor3_1 | 6 | 6 |
| a221oi_1 | 10 | 10 |
| ha_1 | 6 | 4 |
| and2_1 | 20 | 20 |
| nand2_1 | 21 | 21 |
| a211oi_1 | 4 | 4 |
| buf_4 | 10 | 13 |
| mux2i_1 | 7 | 7 |
| xnor2_1 | 7 | 7 |
| a21oi_1 | 21 | 21 |
| and3_1 | 134 | 134 |
| nand2b_1 | 4 | 4 |
| clkbuf_16 | 0 | 17 |
| mux2_2 | 8 | 8 |
| dfrtp_1 | 162 | 160 |
| inv_1 | 8 | 8 |
| a31oi_1 | 12 | 12 |
| a22oi_1 | 20 | 20 |
| nor2_1 | 15 | 15 |
## power by group
part	internal, µW	switching [µW]	leakage [µW]
combinational	247	200	0.00187
clock	1030	671	0.000301
sequential	1720	36.2	0.00212
## area by class of cell
cell class	instances	area share [%]
Sequential cell	163	44.2
Inverter	10	0.407
Timing Repair Buffer	172	18.6
Multi-Input combinational cell	379	27.0
Tap cell	220	2.99
Clock buffer	20	4.95
Clock inverter	12	1.86
## cells by family (layout without fill, tap and decap cells)
group                      Yosys count  in the layout  share of synthesized area (%)
other                                1              7                         0.0548
AOI/OAI and AO/OA                  102            102                           10.4
buffers and inverters               70            214                           4.63
muxes                               15             15                           2.34
xor gates and xnor gates            10             10                           1.28
DFF                                163            163                           59.5
and+or+nand+nor                    239            239                           20.7
adders and majority gates            6              6                           1.10
## what timing repair did
action | in CTS | in global routing
setup endpoints to repair | 0 | 2
gates resized | 0 | 4
setup buffers | 0 | 0
## worst max-delay path, cell delays in order (launching register included)
cell and delay (ns):
dfrtp_1 0.45, inv_1 0.13, ha_1 0.50, buf_4 0.34, nand2_1 0.07, o21ai_0 0.27
a22oi_1 0.15, o21ai_0 0.09, o22a_1 0.18, clkdlybuf4s50_1 0.47
## per-stage QoR
step / hold slack (ns) / power [µW] / worst slack, ns / instances / utilization (%)
2_1_floorplan: 0.434 / 1940 / 1.55 / 612 / -
3_3_place_gp: 0.439 / 2230 / 0.639 / 944 / 51.6
3_5_place_dp: 0.443 / 2230 / 0.551 / 944 / 51.6
4_1_cts: 0.426 / 3940 / 0.0706 / 976 / 55.3
5_1_grt: 0.436 / 4060 / 0.00387 / 976 / 55.4
6_report: 0.389 / 3900 / 0.130 / 976 / 55.4
## sequential cells by signal (all words and copies together), names as in the netlist
name and count:
done11 1, done1 1, data_in 128, StartOut 1, done7 1, done6 1
short_count 4, done 1, ReadAddress 16, done3 1, done5 1, done0 1
done8 1, done2 1, done4 1, done9 1, base_offset 1, done10 1
## metal layers
layer	share of wire, %	GRT usage [%]
met2	43	32.5
met3	8.6	7.23
met5	0	0
met1	47	40.5
met4	0.73	2.04
## path summary, 6_finish.rpt
kind	end
min reg2reg	done9
min in group clk0	done9
max	DataOut[2]
min	data_in[42]
max reg2reg	ReadAddress[10]
max in group asynchronous	short_count[2]
Power figures rest on the tool's default switching activity, not on a simulated workload.

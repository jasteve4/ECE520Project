`flow/design.v`:
```
module Output_Store(
  input wire clock,
  input wire reset_n,
  input wire StartIn,
  input wire [7:0] ResultIn,
  output reg [127:0] WriteBus,
  output reg [15:0] WriteAddress,
  output reg WriteEnable,
  input wire output_base_offset
  );
  reg [4:0] short_count;
  reg [15:0] next_WriteAddress;
  reg [127:0] data;
  reg [127:0] offset;
  always@(posedge clock)
    begin
      WriteAddress <= next_WriteAddress;
    end
  always@(posedge clock or negedge reset_n)
    begin
      if(!reset_n)
        begin
          WriteBus <= 127'b0;
          next_WriteAddress <= 16'b0;
          WriteEnable <= 1'b0;
          short_count <= 4'd15;
        end
      else
        begin
          if(StartIn)
            begin
              case(short_count)
                4'h0: WriteBus <= {WriteBus[127:8], ResultIn};
                4'h1: WriteBus <= {WriteBus[127:16], ResultIn, WriteBus[7:0]};
                4'h2: WriteBus <= {WriteBus[127:24], ResultIn, WriteBus[15:0]};
                4'h3: WriteBus <= {WriteBus[127:32], ResultIn, WriteBus[23:0]};
                4'h4: WriteBus <= {WriteBus[127:40], ResultIn, WriteBus[31:0]};
                4'h5: WriteBus <= {WriteBus[127:48], ResultIn, WriteBus[39:0]};
                4'h6: WriteBus <= {WriteBus[127:56], ResultIn, WriteBus[47:0]};
                4'h7: WriteBus <= {WriteBus[127:64], ResultIn, WriteBus[55:0]};
                4'h8: WriteBus <= {WriteBus[127:72], ResultIn, WriteBus[63:0]};
                4'h9: WriteBus <= {WriteBus[127:80], ResultIn, WriteBus[71:0]};
                4'ha: WriteBus <= {WriteBus[127:88], ResultIn, WriteBus[79:0]};
                4'hb: WriteBus <= {WriteBus[127:96], ResultIn, WriteBus[87:0]};
                4'hc: WriteBus <= {WriteBus[127:104], ResultIn, WriteBus[95:0]};
                4'hd: WriteBus <= {WriteBus[127:112], ResultIn, WriteBus[103:0]};
                4'he: WriteBus <= {WriteBus[127:120], ResultIn, WriteBus[111:0]};
                4'hf: WriteBus <= {ResultIn, WriteBus[119:0]};
              endcase
              if(short_count == 4'h0)
                begin
                  next_WriteAddress <= next_WriteAddress + 1'd1;
                  WriteEnable <= 1'b1;
                  short_count <= 4'd15;
                end
              else
                begin
                  next_WriteAddress <= next_WriteAddress;
                  WriteEnable <= 1'b0;
                  short_count <= short_count - 1'b1;
                end
            end
          else
            begin
              WriteBus <= 127'b0;
              next_WriteAddress <= 16'b0;
              WriteEnable <= 1'b0;
              short_count <= 4'd15;
            end
        end
    end
  endmodule
```
`flow/run.sh`:
```
#!/bin/bash
# OpenROAD 26Q1-2900-gdf79404cd8, Yosys 0.63+post, stock flow scripts
make -C /OpenROAD-flow-scripts/flow DESIGN_CONFIG=/design/flow/config.mk WORK_HOME=/design/flow/orfs finish
```
`flow/config.mk`:
```
export PLATFORM = sky130hd
export DESIGN_NAME = Output_Store
export DESIGN_NICKNAME = Output_Store
export VERILOG_FILES = /design/flow/design.v
export SDC_FILE = /design/flow/constraint.sdc
export NUM_CORES = 4
export LEC_CHECK = 1
export CORE_UTILIZATION = 40
```
`flow/constraint.sdc`:
```
current_design Output_Store

set clk_period 2.3
set clk_io_pct 0.2

create_clock -name clk0 -period $clk_period [get_ports {clock}]

set non_clock_inputs [all_inputs -no_clocks]
set_input_delay [expr $clk_period * $clk_io_pct] -clock clk0 $non_clock_inputs
set_output_delay [expr $clk_period * $clk_io_pct] -clock clk0 [all_outputs]
```
==> node_exporter_impl.prom <==
# HELP chip_impl_metric Synthesis and place-and-route metrics
# TYPE chip_impl_metric gauge
chip_impl_info{name="worst_min_delay_path_category",value="in2async"} 1
chip_impl_metric{name="drt-wirelength-per-cell",unit="um"} 17.9
chip_impl_metric{name="worst_vdd_rail_ir_drop",unit="mV"} 0.525
chip_impl_metric{name="areaGrowthSynthToFinish",unit="%"} 42.0
chip_impl_metric{name="postRouteWirelength",unit="mm"} 17.4
chip_impl_metric{name="ys_async_sr_fraction",unit=""} 0.904
chip_impl_metric{name="synth-cells-yosys",unit=""} 552
chip_impl_metric{name="clock_sink_count",unit=""} 166
chip_impl_metric{name="detailroute.wirelength.met2",unit="mm"} 7.94
chip_impl_metric{name="hold_violations",unit=""} 0
chip_impl_metric{name="number_of_primary_i_o_pins",unit=""} 157
chip_impl_metric{name="die_w",unit="um"} 130
chip_impl_metric{name="via_count",unit=""} 4965
chip_impl_metric{name="synthDistinctLibCells",unit=""} 44
chip_impl_metric{name="finalMaxSlewViolations",unit=""} 0
chip_impl_metric{name="floorplan.rows",unit=""} 46
chip_impl_metric{name="hpwl",unit="mm"} 11.5
chip_impl_metric{name="dp.cells",unit=""} 933
chip_impl_metric{name="synth_area",unit="sq mm"} 0.00658
chip_impl_metric{name="clock.fmax",unit="MHz"} 455
chip_impl_metric{name="max-slew-margin-rel",unit=""} 0.431
chip_impl_metric{name="grt_pass1_vias",unit=""} 4904
chip_impl_info{name="top_layer_used",value="met4"} 1
chip_impl_metric{name="track_usage",unit=""} 0.222
chip_impl_metric{name="setup_violations",unit=""} 0
chip_impl_metric{name="number_of_h_tree_branching_levels",unit=""} 4
chip_impl_metric{name="die_height",unit="um"} 130
chip_impl_metric{name="synth-warning-count",unit=""} 1
chip_impl_metric{name="grt_pass1_wl",unit="mm"} 27.4
chip_impl_metric{name="synth-edff-count",unit=""} 0
chip_impl_metric{name="antenna_found_initial",unit=""} 0
chip_impl_info{name="clock_tree_root",value="sky130_fd_sc_hd__clkbuf_16"} 1
chip_impl_metric{name="tightest_slew",unit="ns"} 0.851
chip_impl_metric{name="worst-path-max-fanout",unit=""} 8
chip_impl_metric{name="place.port_buffers",unit=""} 155
chip_impl_metric{name="die-area",unit="sq mm"} 0.0170
chip_impl_metric{name="clk-insertion-delay-late",unit="ns"} 0.42
chip_impl_metric{name="final.setup_skew",unit="ns"} 0.0110
chip_impl_metric{name="warnings",unit=""} 30
chip_impl_metric{name="cts_made_buffers",unit=""} 17
chip_impl_metric{name="met1_length",unit="mm"} 7.94
chip_impl_metric{name="worst_ep_arrival_time",unit="ns"} 2.54
chip_impl_metric{name="grt_max_degree",unit=""} 60
chip_impl_metric{name="timing.max_cap.violations",unit=""} 0
chip_impl_metric{name="clk_transition_reported_paths",unit="ns"} 0.07
chip_impl_metric{name="floorplanUtilization",unit=""} 0.412
chip_impl_info{name="crit_path_end_kind",value="flop"} 1
chip_impl_metric{name="p_per_area",unit="mW/mm^2"} 665
chip_impl_metric{name="ant_nets",unit=""} 0
chip_impl_metric{name="seq_area_frac_synth",unit=""} 0.620
chip_impl_metric{name="route.antenna.diode_count",unit=""} 0
chip_impl_info{name="startpoint_type",value="flop"} 1
chip_impl_metric{name="finalNonFillerCells",unit=""} 969
chip_impl_metric{name="core",unit="sq mm"} 0.0159
chip_impl_metric{name="critical_path_required",unit="ns"} 2.64
chip_impl_metric{name="global_route.overflow_total",unit=""} 0
chip_impl_metric{name="drive_gt1_frac",unit=""} 0.141
chip_impl_info{name="status",value="completed"} 1
chip_impl_info{name="timing_worst_setup_path_type",value="reg2reg"} 1
chip_impl_metric{name="wl_met3",unit="mm"} 1.25
chip_impl_metric{name="yosys.stat.chipArea",unit="sq mm"} 0.00658
chip_impl_metric{name="initialDrtViolationCount",unit=""} 194
chip_impl_metric{name="first_pass_iters",unit=""} 4
chip_impl_metric{name="min_period_over_period",unit=""} 0.956
chip_impl_metric{name="synthesis.instances",unit=""} 552
chip_impl_metric{name="number_of_design_rule_violations_left_after_detail_routing",unit=""} 0
chip_impl_metric{name="syn-mean-instance-area",unit="sq um"} 11.9
chip_impl_metric{name="cts_max_path_buffers",unit=""} 2
chip_impl_metric{name="power.leakage",unit="nW"} 4.19
chip_impl_metric{name="route.detailed.vias_per_inst",unit=""} 5.12
chip_impl_metric{name="gp_congestion",unit=""} 0.854
chip_impl_metric{name="finalWorstPathRequiredPeriod",unit="ns"} 2.20
chip_impl_info{name="tritoncts",value="yes"} 1
chip_impl_metric{name="fin_total_pwr",unit="mW"} 6.21
chip_impl_metric{name="postSynthRegisterBits",unit=""} 166
chip_impl_info{name="dominantRegCellSynth",value="sky130_fd_sc_hd__dfrtp_1"} 1
-- Yosys cell counts, types with 4 or more instances --
master | n | area [sq um]
sky130_fd_sc_hd__buf_1 | 10 | 37.5
sky130_fd_sc_hd__nand3_1 | 25 | 125
sky130_fd_sc_hd__nand2_1 | 34 | 128
sky130_fd_sc_hd__xnor2_1 | 7 | 61.3
sky130_fd_sc_hd__dfrtp_1 | 146 | 3650
sky130_fd_sc_hd__nor2_1 | 29 | 109
sky130_fd_sc_hd__mux2i_1 | 27 | 270
sky130_fd_sc_hd__nor3_2 | 4 | 40.0
sky130_fd_sc_hd__inv_1 | 40 | 150
sky130_fd_sc_hd__a21oi_1 | 9 | 45.0
sky130_fd_sc_hd__buf_2 | 8 | 40.0
sky130_fd_sc_hd__a22o_1 | 88 | 771
sky130_fd_sc_hd__and3_1 | 6 | 37.5
sky130_fd_sc_hd__clkbuf_1 | 17 | 63.8
sky130_fd_sc_hd__o21ai_0 | 21 | 105
sky130_fd_sc_hd__or3_1 | 5 | 31.3
sky130_fd_sc_hd__dfstp_2 | 4 | 105
sky130_fd_sc_hd__dfxtp_1 | 16 | 320
sky130_fd_sc_hd__nand2b_1 | 5 | 31.3
sky130_fd_sc_hd__ha_1 | 6 | 75.1
sky130_fd_sc_hd__nor3_1 | 9 | 45.0
sky130_fd_sc_hd__xor2_1 | 4 | 35.0
-- cells in the final DEF (no fill, tap or decap), types with 5 or more instances in the layout --
master,netlist,layout
sky130_fd_sc_hd__mux2i_1,27,27
sky130_fd_sc_hd__buf_4,1,42
sky130_fd_sc_hd__clkdlybuf4s50_1,0,154
sky130_fd_sc_hd__nand3_1,25,25
sky130_fd_sc_hd__xnor2_1,7,7
sky130_fd_sc_hd__nor3_1,9,9
sky130_fd_sc_hd__nand2b_1,5,5
sky130_fd_sc_hd__dfxtp_1,16,16
sky130_fd_sc_hd__nor2_1,29,29
sky130_fd_sc_hd__inv_1,40,39
sky130_fd_sc_hd__nand2_1,34,34
sky130_fd_sc_hd__ha_1,6,5
sky130_fd_sc_hd__dfrtp_1,146,146
sky130_fd_sc_hd__clkbuf_16,0,18
sky130_fd_sc_hd__a22o_1,88,88
sky130_fd_sc_hd__o21ai_0,21,20
sky130_fd_sc_hd__a21oi_1,9,7
sky130_fd_sc_hd__or3_1,5,5
sky130_fd_sc_hd__buf_12,0,6
-- flip-flops by register name, summed over array words and instances, names as in the netlist --
name,count
WriteBus,128
WriteAddress,16
next_WriteAddress,16
short_count,5
WriteEnable,1
-- worst paths after layout --
path | from | endpoint | slack [ns] | depth (start not counted)
max in group asynchronous | reset_n | WriteBus[41]$_DFFE_PN0P_ | 0.97 | 2
setup reg to reg | short_count[0]$_DFF_PN1_ | WriteBus[106]$_DFFE_PN0P_ | 0.10 | 8
hold / removal | reset_n | short_count[0]$_DFF_PN1_ | 0.07 | 1
setup / recovery | short_count[0]$_DFF_PN1_ | WriteBus[106]$_DFFE_PN0P_ | 0.10 | 8
hold reg to reg | next_WriteAddress[15]$_DFFE_PN0N_ | WriteAddress[15]$_DFF_P_ | 0.39 | 0
min in group clk0 | next_WriteAddress[15]$_DFFE_PN0N_ | WriteAddress[15]$_DFF_P_ | 0.39 | 0
-- cell families (layout without fill, tap and decap cells) --
logic type / Yosys count / count (layout) / share of synthesized area
flops: 166 / 166 / 0.620
simple gates: 140 / 140 / 0.116
compound gates: 126 / 126 / 0.151
buf+inv: 76 / 277 / 0.0455
mux: 27 / 27 / 0.0411
xor+xnor: 11 / 11 / 0.0146
fa+ha+maj: 6 / 6 / 0.0114
-- worst max-delay path: stages (launching register included) --
cell                      delay [ns]
sky130_fd_sc_hd__dfstp_2        0.56
sky130_fd_sc_hd__inv_2          0.06
sky130_fd_sc_hd__ha_1           0.20
sky130_fd_sc_hd__buf_4          0.17
sky130_fd_sc_hd__or4b_4         0.57
sky130_fd_sc_hd__o21ai_4        0.25
sky130_fd_sc_hd__buf_12         0.15
sky130_fd_sc_hd__nand3_1        0.06
sky130_fd_sc_hd__o21ai_0        0.09
-- routing by layer --
| layer | GRT usage | up-vias |
|---|---|---|
| met2 | 0.324 | 169 |
| met5 | 0 | - |
| met3 | 0.0610 | 16 |
| met1 | 0.356 | 2449 |
| li1 | - | 2331 |
| met4 | 0.0280 | 0 |
-- through the flow --
| step | setup slack [ns] | utilization | hold WS, ns | instance area, sq um | setup TNS (ns) |
|---|---|---|---|---|---|
| after floorplan | 0.0323 | - | 0.164 | 6580 | 0 |
| after global placement | 0.0327 | 0.543 | 0.378 | 8660 | 0 |
| after detailed placement | -0.0298 | 0.543 | 0.386 | 8660 | -0.185 |
| after CTS | 0.00477 | 0.582 | 0.0572 | 9280 | 0 |
| after global routing | -0.00511 | 0.586 | 0.0633 | 9340 | -0.00627 |
| final | 0.102 | 0.586 | 0.0660 | 9340 | 0 |
-- power breakdown --
part           total, mW  internal [mW]  switching [mW]
combinational      0.457          0.199           0.258
sequential          2.99           2.96          0.0310
clock               2.77           1.66            1.11
total               6.21           4.81            1.40
-- repair_timing --
item                                   CTS  global route
gates resized                            1            10
setup endpoints to repair                8            91
pin swaps                                0             2
hold buffers                             2             0
endpoints found under the hold margin   19             0
setup buffers                            0             1
gates cloned                             0             1
-- cell type report --
type / instances / area (sq um)
clock inverters: 11 / 124
clock buffers: 21 / 460
inverters: 40 / 150
flip-flops and latches: 166 / 4080
well taps: 216 / 270
fillers: 1291 / 6600
multi-input cells: 310 / 2230
repair buffers: 205 / 2020
Power is estimated from default activity; no workload was simulated.

[design/flow/config.mk]
export PLATFORM = sky130hd
export DESIGN_NAME = input_pipeline
export DESIGN_NICKNAME = input_pipeline
export VERILOG_FILES = /design/flow/design.v
export SDC_FILE = /design/flow/constraint.sdc
export NUM_CORES = 4
export LEC_CHECK = 1
export CORE_AREA = 10 10 289 289
export DIE_AREA = 0 0 299 299
[design/flow/constraint.sdc]
current_design input_pipeline

set clk_period 11.7
set clk_io_pct 0.2

create_clock -name clk0 -period $clk_period [get_ports {clock}]

set non_clock_inputs [all_inputs -no_clocks]
set_input_delay [expr $clk_period * $clk_io_pct] -clock clk0 $non_clock_inputs
set_output_delay [expr $clk_period * $clk_io_pct] -clock clk0 [all_outputs]
[design/flow/design.v]
module input_pipeline(
  input start, clock, rst_n,
  input [127:0] m1ReadBus,
  input [35:0] m2ReadBus,
  input inputBaseOffset,
  output reg [15:0] m1ReadAddr, 
  output reg [15:0] m2ReadAddr, 
  output reg [15:0] m2WriteAddr, m3WriteAddr, 
  output reg [127:0] m2WriteBus, m3WriteBus,
  output reg m2WE, m3WE,
  output reg input_done
);
parameter ADDRESS_OF_LAST = 15'd19199;
parameter [2:0]
  RESET = 3'b000,
  GET_VALUES = 3'b001,
  LOAD_NEXT = 3'b010,
  GET_LAST_VAL = 3'b011,
  FINAL_LOAD1 = 3'b100,
  FINAL_LOAD2 = 3'b101, 
  DONE = 3'b110;
reg write_enable, m2WE_FI, m2WE_FS, m2WE_Accum;
reg [14:0] readInitial_FI, readInitial_FS, readInitial_Accum;
reg [35:0] scratchVal_FS, scratchVal_Accum;
reg done_FI, done_FS, done_Accum, done_enable;
reg [6:0] pipelineCounter;
reg [15:0] memoryCounter;
reg [15:0] m1ReadBus_Reg;
reg [35:0] m2ReadBus_Reg;
always@(*) begin
  m1ReadBus_Reg <= m1ReadBus[pipelineCounter+:8'd8];
  m1ReadAddr <= memoryCounter;
  m2ReadAddr <= {inputBaseOffset,readInitial_FI};
  if(!input_done && (readInitial_FI == m2WriteAddr[14:0])) begin
    m2ReadBus_Reg <= m2WriteBus[35:0];
  end else begin 
    m2ReadBus_Reg <= m2ReadBus[35:0];
  end
end
always@(posedge clock) begin
  m2WE <= m2WE_Accum;
  m2WriteAddr <= {inputBaseOffset,readInitial_Accum};
  m2WriteBus <= scratchVal_Accum;
  m3WE <= m2WE_FI;
  m3WriteAddr <= {inputBaseOffset,m1ReadAddr[14:0]};
  m3WriteBus <= m1ReadBus;
  input_done <= done_Accum;
end
always@(posedge clock or negedge rst_n) begin
  if(!rst_n) begin
      readInitial_FI <= 0;
      readInitial_FS <= 0;
      readInitial_Accum <= 0;
      scratchVal_FS <= 36'hAAAA00000;
      scratchVal_Accum <= 36'hAAAA00000;
      m2WE_FI <= 1'b0;
      m2WE_FS <= 1'b0;
      m2WE_Accum <= 1'b0;
      done_FI <= 1'b0;
      done_FS <= 1'b0;
      done_Accum <= 1'b0;   
  end else begin 
    if(start) begin
      done_FI <= done_enable;
      m2WE_FI <= write_enable;
      readInitial_FI <= m1ReadBus_Reg;
      done_FS <= done_FI;
      m2WE_FS <= m2WE_FI;
      readInitial_FS <= readInitial_FI;
      if(m2WE_Accum && (readInitial_FI == readInitial_Accum)) begin
        scratchVal_FS <= scratchVal_Accum;
      end else begin
        if(m2ReadBus_Reg[35:20] == 16'hAAAA) begin
          scratchVal_FS <= m2ReadBus_Reg;
        end else begin
          scratchVal_FS <= 36'hAAAA00000;
        end
      end
      done_Accum <= done_FS;
      m2WE_Accum <= m2WE_FS;
      readInitial_Accum <= readInitial_FS;
      if(m2WE_Accum && (readInitial_FS == readInitial_Accum)) begin
        scratchVal_Accum <= scratchVal_Accum + 1'b1;
      end else begin
        scratchVal_Accum <= scratchVal_FS + 1'b1;
      end
    end else begin
      readInitial_FI <= 0;
      readInitial_FS <= 0;
      readInitial_Accum <= 0;
      scratchVal_FS <= 36'hAAAA00000;
      scratchVal_Accum <= 36'hAAAA00000;
      m2WE_FI <= 1'b0;
      m2WE_FS <= 1'b0;
      m2WE_Accum <= 1'b0;
      done_FI <= 1'b0;
      done_FS <= 1'b0;
      done_Accum <= 1'b0;   
    end
  end
end
always@(posedge clock or negedge rst_n) begin
  if(!rst_n) begin
    memoryCounter <= 0;
    pipelineCounter <= 0;
    write_enable <= 1'b0;
    done_enable <= 1'b0;
  end else begin
    if(start & (pipelineCounter != 127'd120)) begin
      memoryCounter <= memoryCounter;
      pipelineCounter <= pipelineCounter + 127'd8;
      write_enable <= 1'b1;
      done_enable <= 1'b0;
    end else begin
      if(start & (pipelineCounter == 127'd120)) begin
        if(memoryCounter[14:0] == ADDRESS_OF_LAST) begin
          memoryCounter <= memoryCounter;
          pipelineCounter <= pipelineCounter;
          write_enable <= 1'b0;
          done_enable <= 1'b1;
        end else begin
          memoryCounter <= memoryCounter + 1'b1;
          pipelineCounter <= 127'b0;
          write_enable <= 1'b1;
          done_enable <= 1'b0;
        end
      end else begin
        pipelineCounter <= 127'b0;
        memoryCounter <= 15'b0;
        write_enable <= 1'b1;
        done_enable <= 1'b0;
      end
    end
  end
end
endmodule
[design/flow/run.sh]
#!/bin/bash
# OpenROAD 26Q1-2900-gdf79404cd8, Yosys 0.63+post, stock flow scripts
make -C /OpenROAD-flow-scripts/flow DESIGN_CONFIG=/design/flow/config.mk WORK_HOME=/design/flow/orfs finish
==> impl_metrics.xml <==
<?xml version="1.0" encoding="UTF-8"?>
<metrics>
  <group name="synth">
    <metric name="yosys_register_bits" unit="">315</metric>
    <metric name="synth_sequential_area_ratio" unit="">0.569</metric>
    <metric name="synth_top_area_share" unit="">0.313</metric>
    <metric name="synth.lib_cells_used.distinct" unit="">56</metric>
    <metric name="synthesis.area" unit="sq mm">0.0122</metric>
    <metric name="syn-mean-instance-area" unit="sq um">12.0</metric>
    <metric name="postSynth.topFlopCell" unit="">sky130_fd_sc_hd__dfxtp_1</metric>
    <metric name="synth_area_leader_cell" unit="">sky130_fd_sc_hd__dfxtp_1</metric>
    <metric name="ys_top_cells_by_area" unit="">sky130_fd_sc_hd__dfxtp_1 31%, sky130_fd_sc_hd__dfrtp_1 22%, sky130_fd_sc_hd__mux4_2 7.4%</metric>
    <metric name="async_flop_share" unit="">0.394</metric>
    <metric name="synthMostInstantiatedCell" unit="">sky130_fd_sc_hd__dfxtp_1</metric>
    <metric name="synth_stat.cells" unit="">1018</metric>
    <metric name="yosysWarnings" unit="">1</metric>
    <metric name="synth-edff-count" unit="">0</metric>
    <metric name="common_cells" unit="">191 x sky130_fd_sc_hd__dfxtp_1, 109 x sky130_fd_sc_hd__buf_4, 108 x sky130_fd_sc_hd__dfrtp_1</metric>
    <metric name="yosys.stat.chipArea" unit="sq mm">0.0122</metric>
    <metric name="synthCells" unit="">1018</metric>
  </group>
  <group name="floorplan">
    <metric name="coreArea" unit="sq mm">0.0773</metric>
    <metric name="die_y" unit="um">299</metric>
    <metric name="placement_rows" unit="">102</metric>
    <metric name="core_util_floorplan" unit="">0.158</metric>
    <metric name="die.size.x" unit="um">299</metric>
    <metric name="top_level_pins" unit="">491</metric>
    <metric name="design.die.area" unit="sq mm">0.0894</metric>
  </group>
  <group name="critical_path">
    <metric name="critical-path-max-stage-delay" unit="ns">0.51</metric>
    <metric name="critPathSlowestCell" unit="">sky130_fd_sc_hd__clkdlybuf4s50_1</metric>
    <metric name="crit_type" unit="">in2out</metric>
    <metric name="worstSetupStartpointType" unit="">input pin</metric>
    <metric name="cpLargestDelayFamily" unit="">buffers and inverters</metric>
    <metric name="arrival" unit="ns">3.34</metric>
    <metric name="timing.critical_path.buf_inv" unit="">2</metric>
    <metric name="worst-endpoint-required" unit="ns">9.36</metric>
    <metric name="cp_max_fo" unit="">2</metric>
    <metric name="setup.worst_path.end_class" unit="">output port</metric>
    <metric name="critical_path.cell_chain" unit="">clkdlybuf4s50_1 -&gt; clkdlybuf4s50_1</metric>
    <metric name="cpMostUsedCell" unit="">sky130_fd_sc_hd__clkdlybuf4s50_1</metric>
  </group>
  <group name="power">
    <metric name="internal_power" unit="mW">2.03</metric>
    <metric name="p_sw_frac" unit="">0.232</metric>
    <metric name="total_switching_power" unit="uW">615</metric>
    <metric name="leakage_power_summed_over_all_cells" unit="nW">7.31</metric>
    <metric name="p_comb_frac" unit="">0.098</metric>
    <metric name="p_seq_frac" unit="">0.433</metric>
    <metric name="power_per_cell_area" unit="mW/mm^2">146</metric>
    <metric name="peakVddDrop" unit="V">0.000107</metric>
    <metric name="clock_power_share" unit="">0.469</metric>
  </group>
  <group name="global_route">
    <metric name="total_routing_resource_utilization_after_global_routing" unit="">0.104</metric>
    <metric name="grt_max_degree" unit="">55</metric>
    <metric name="first_global_vias" unit="">9824</metric>
    <metric name="grt-ovfl-total" unit="">0</metric>
    <metric name="grt_pass1_wl" unit="um">69000</metric>
    <metric name="initial_antenna_violation_count" unit="">1</metric>
  </group>
  <group name="cts">
    <metric name="cts_tree" unit="">done</metric>
    <metric name="depth_of_the_cts_h_tree" unit="">2</metric>
    <metric name="worstSkewPairLatency" unit="ns">0.55</metric>
    <metric name="clk_pin_slew_worst_paths" unit="ns">0.07</metric>
    <metric name="cts-hold-fix-buffers" unit="">0</metric>
    <metric name="post_cts.repair.setup_buffers" unit="">0</metric>
    <metric name="numClockSinks" unit="">315</metric>
    <metric name="root_buffer" unit="">sky130_fd_sc_hd__clkbuf_16</metric>
    <metric name="postCtsResizedCells" unit="">0</metric>
    <metric name="clk_path_buf_depth" unit="">3</metric>
    <metric name="cts_made_buffers" unit="">39</metric>
  </group>
  <group name="placement">
    <metric name="place_congestion" unit="">0.884</metric>
    <metric name="place_inst" unit="">2412</metric>
    <metric name="dpl.hpwl" unit="um">37000</metric>
    <metric name="buffer_ports.inserted" unit="">384</metric>
  </group>
  <group name="final_layout">
    <metric name="finish.utilization" unit="">0.235</metric>
    <metric name="final-seq-area" unit="sq mm">0.00695</metric>
    <metric name="multi_input_comb_area" unit="sq mm">0.00463</metric>
    <metric name="non_filler_cells_in_the_finished_layout" unit="">2480</metric>
    <metric name="num-fill-cells" unit="">8176</metric>
    <metric name="final_layout_size_suffix_gt1_frac" unit="">0.105</metric>
    <metric name="layout-area-overhead-vs-synth" unit="%">48.7</metric>
  </group>
  <group name="job">
    <metric name="stage_log_warnings" unit="">25</metric>
    <metric name="drv_cap" unit="">0</metric>
  </group>
  <group name="sta">
    <metric name="rsz0062_at_grt" unit="">false</metric>
    <metric name="relSlewSlack" unit="">0.364</metric>
    <metric name="final.setup_skew" unit="ns">0.0253</metric>
    <metric name="min_period_over_period" unit="">0.486</metric>
    <metric name="fmaxAchievable" unit="MHz">176</metric>
    <metric name="period_minus_slack" unit="ns">5.68</metric>
    <metric name="finalSetupViolations" unit="">0</metric>
    <metric name="max_slew.worst_pin.slew" unit="ns">0.947</metric>
    <metric name="fin_tns_setup" unit="ns">0</metric>
    <metric name="final_hold_viol_count" unit="">0</metric>
    <metric name="slew_violations" unit="">0</metric>
  </group>
  <group name="route">
    <metric name="antenna_cells" unit="">0</metric>
    <metric name="detailedRoute.firstPassIterationCount" unit="">4</metric>
    <metric name="route.detailed.drc" unit="">0</metric>
    <metric name="drt_iter0_markers" unit="">507</metric>
    <metric name="via_count" unit="">8913</metric>
    <metric name="postRouteWirelength" unit="um">47300</metric>
    <metric name="via_per_inst" unit="">3.59</metric>
    <metric name="postRouteAntennaNets" unit="">0</metric>
    <metric name="wire_per_inst" unit="um">19.1</metric>
  </group>
  <group name="status">
    <metric name="outcome" unit="">complete, no violations</metric>
  </group>
  <group name="hold_path">
    <metric name="hold_path_class" unit="">reg2reg</metric>
  </group>
</metrics>
==> placed cells by master (no fill, tap or decap), drive strengths merged, types with 14 or more instances in the layout <==
| cell | Yosys | final |
|---|---|---|
| clkdlybuf4s50 | 0 | 382 |
| dfxtp | 191 | 191 |
| dfrtp | 108 | 108 |
| conb | 1 | 106 |
| nand2 | 79 | 79 |
| nor2 | 58 | 58 |
| clkbuf | 24 | 52 |
| xnor2 | 48 | 48 |
| mux2i | 44 | 44 |
| mux4 | 40 | 40 |
| and2 | 38 | 38 |
| xor2 | 35 | 35 |
| nand4 | 33 | 33 |
| o21ai | 26 | 26 |
| and3 | 25 | 25 |
| nand3 | 25 | 25 |
| dfstp | 16 | 16 |
| buf | 124 | 15 |
| a21oi | 14 | 14 |
==> registers in the layout, indices dropped and copies added, names as in the netlist, 4 cells and up <==
signal / flops
scratchVal_FS: 36
m3WriteAddr: 15
readInitial_Accum: 8
readInitial_FI: 8
m2WriteAddr: 9
readInitial_FS: 8
memoryCounter: 16
m3WriteBus: 128
pipelineCounter: 4
m2WriteBus: 36
scratchVal_Accum: 36
==> path summary, 6_finish.rpt <==
kind	cells after the start	slack, ns	start	end
min in group asynchronous	1	1.76	rst_n	scratchVal_Accum[32]
hold reg to reg	0	0.35	done_Accum	input_done
max in group asynchronous	2	8.92	rst_n	scratchVal_Accum[20]
setup / recovery	2	6.02	inputBaseOffset	m2ReadAddr[15]
hold / removal	0	0.35	done_Accum	input_done
setup reg to reg	14	7.48	readInitial_Accum[6]	scratchVal_Accum[28]
==> layout make-up <==
type	count	share of cell area
tap	1040	0.0717
inverter	7	0.00145
clock buffer	52	0.0592
timing repair buffer	397	0.217
sequential	315	0.383
clock inverter	16	0.0133
multi-input combinational	653	0.255
==> logic make-up (layout without fill, tap and decap cells) <==
logic type	after synthesis	in the layout	share of synthesized area
simple gates	311	311	0.135
xor+xnor	83	83	0.0595
fa+ha+maj	3	3	0.00307
compound gates	61	61	0.0333
mux	89	89	0.115
flops	315	315	0.569
other cells	1	106	0.000307
buf+inv	155	472	0.0845
==> metrics by stage <==
stage / setup slack [ns] / power [mW] / hold slack, ns / cell area (sq um)
6_report: 6.02 / 2.65 / 0.349 / 18200
5_1_grt: 5.98 / 2.77 / 0.375 / 18200
4_1_cts: 5.99 / 2.71 / 0.356 / 18200
3_5_place_dp: 6.00 / 1.44 / 0.336 / 16800
3_3_place_gp: 5.99 / 1.44 / 0.337 / 16800
2_1_floorplan: 6.92 / 1.27 / 0.324 / 12600
==> power by group through the flow <==
stage	sequential, mW	clock, mW	combinational, mW
after CTS	1.15	1.29	0.270
after global routing	1.15	1.33	0.283
final	1.15	1.24	0.259
==> routing by layer <==
| layer | GRT usage | vias to the layer above | routed length [um] |
|---|---|---|---|
| met3 | 0.0511 | 54 | 5200 |
| met4 | 0.0193 | 0 | 991 |
| met1 | 0.123 | 4361 | 18200 |
| met2 | 0.172 | 402 | 22900 |
| li1 | - | 4096 | - |
| met5 | 0 | - | 0 |
Power is estimated from default activity; no workload was simulated.

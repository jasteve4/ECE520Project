==> design.v <==
module Controllor(
  input wire clock,
  input wire reset_n,
  input wire start,
  output reg output_start,
  output reg input_start,
  input wire input_done,
  input wire output_done,
  input wire [19:0] Cdf_Min,
  output reg [19:0] Cdf_Min_Out,
  output reg [19:0] Divisor,
  output reg output_base_offset,
  output reg input_base_offset,
  input wire cdf_valid
  );
  parameter INITIAL         = 2'd0;
  parameter BEGIN           = 2'd1;
  parameter BEGIN_CDF       = 2'd2;
  parameter REPEAT          = 2'd3;
  parameter WAIT_FOR_INPUT = 1'd1;
  parameter REPEAT_START    = 1'd0;
  parameter DIVIDEND        = 20'd307200;
  reg [19:0] cdf_min1;
  reg [19:0] cdf_min0;
  reg [1:0] State;
  reg RepeatState;
  always@(*)
    begin
      if(output_base_offset)
        begin
          Cdf_Min_Out <= cdf_min1;
          Divisor <= DIVIDEND - cdf_min1;
        end
      else
        begin
          Cdf_Min_Out <= cdf_min0;
          Divisor <= DIVIDEND - cdf_min0;
        end
    end
  always@(posedge cdf_valid)
    begin
      if(input_base_offset)
        begin
          cdf_min1 <= Cdf_Min;
        end
      else
        begin
          cdf_min0 <= Cdf_Min;
        end
    end
  always@(posedge clock or negedge reset_n)
    begin
      if(!reset_n)
        begin
          input_start <= 1'd0;
          output_start <= 1'd0;
          State <= INITIAL;
          input_base_offset <= 1'd0;
          output_base_offset <= 1'd0;
        end
      else
        begin
          case(State)
            INITIAL:
              begin
                if(start)
                  begin
                    input_start <= 1'd1;
                    output_start <= 1'd0;
                    State <= BEGIN;
                  end
                else
                  begin
                    input_start <= 1'd0;
                    output_start <= 1'd0;
                    State <= INITIAL; 
                  end
                  RepeatState <= REPEAT_START;
                  input_base_offset <= 1'd0;
                  output_base_offset <= 1'd0;
              end
            BEGIN:
              begin
                if(input_done)
                  begin
                    input_start <= 1'd0;
                    output_start <= 1'd0;
                    State <= REPEAT; 
                    input_base_offset <= 1'd1;
                    output_base_offset <= 1'd0;
                  end
                else
                  begin
                    input_start <= 1'd1;
                    output_start <= 1'd0;
                    State <= BEGIN; 
                    input_base_offset <= 1'd0;
                    output_base_offset <= 1'd0;
                  end
                  RepeatState <= REPEAT_START;
              end
            REPEAT:
              begin
                case(RepeatState)
                  REPEAT_START:
                    begin
                      if(output_done)
                        begin
                          input_start <= 1'd1;  
                          output_start <= 1'd0;
                          RepeatState <= WAIT_FOR_INPUT;
                        end
                      else
                        begin
                          input_start <= 1'd1; 
                          output_start <= 1'd1;
                          RepeatState <= REPEAT_START;
                        end
                        input_base_offset <= input_base_offset;
                        output_base_offset <= output_base_offset;
                    end
                  WAIT_FOR_INPUT:
                    begin
                      if(input_done)
                        begin
                          input_start <= 1'd0; 
                          output_start <= 1'd0;
                          RepeatState <= REPEAT_START;
                          input_base_offset <= ~input_base_offset;
                          output_base_offset <= ~output_base_offset;
                        end
                      else
                        begin
                          input_start <= 1'd1; 
                          output_start <= 1'd0;
                          RepeatState <= WAIT_FOR_INPUT;
                          input_base_offset <= input_base_offset;
                          output_base_offset <= output_base_offset;
                        end
                    end
                endcase  
                State <= REPEAT;
              end
          endcase
        end
    end
endmodule
==> run.sh <==
#!/bin/bash
# OpenROAD 26Q1-2900-gdf79404cd8, Yosys 0.63+post, stock flow scripts
make -C /OpenROAD-flow-scripts/flow DESIGN_CONFIG=/design/flow/config.mk WORK_HOME=/design/flow/orfs finish
==> config.mk <==
export PLATFORM = sky130hd
export DESIGN_NAME = Controllor
export DESIGN_NICKNAME = Controllor
export VERILOG_FILES = /design/flow/design.v
export SDC_FILE = /design/flow/constraint.sdc
export NUM_CORES = 4
export LEC_CHECK = 1
export CORE_UTILIZATION = 50
==> constraint.sdc <==
current_design Controllor

set clk_period 7.7
set clk_io_pct 0.2

create_clock -name clk0 -period $clk_period [get_ports {cdf_valid}]
create_clock -name clk1 -period $clk_period [get_ports {clock}]

set non_clock_inputs [all_inputs -no_clocks]
set_input_delay [expr $clk_period * $clk_io_pct] -clock clk0 $non_clock_inputs
set_output_delay [expr $clk_period * $clk_io_pct] -clock clk0 [all_outputs]
==> results_dict.tcl <==
# flow metrics
set metrics [dict create \
    crit_path_end_kind "primary output" \
    syn_inst 184 \
    numClockSinks 48 \
    critPathKind "flop to primary output" \
    p_leak_nw 1.17 \
    num_io_pins 70 \
    skew_ns 0.00420 \
    antenna_found_initial 0 \
    fp_util 0.533 \
    fillers 294 \
    startpoint "output_base_offset" \
    syn2layout_area_growth_pct 35.9 \
    synthFlopType "edfxtp_1" \
    openroad.warnings 27 \
    grt_max_degree 26 \
    power_density_nw_per_um2 347 \
    post_route_cells_drive_above_1_share 0.135 \
    layout_top_cells "clkdlybuf4s50_1 (68), edfxtp_1 (41), nor2_1 (15)" \
    maxCapViolations 0 \
    fp.coreArea_um2 4440 \
    dr_total_vias 1672 \
    dpl.hpwl_um 3350 \
    rrSetupSlack_ns 5.72 \
    max_stage_delay_ns 0.76 \
    die_w_um 70.8 \
    tightest_slew_ns 0.848 \
    critPathMaxFanout 25 \
    firstDrtPassIters 13 \
    die_y_um 70.8 \
    ys.flops 48 \
    avgRoutedWirePerCell_um 14.4 \
    ys_seq_share 0.594 \
    cts_resized 0 \
    yosys-stat-cells 184 \
    syn_area_um2 2370 \
    route.detailed.drc 0 \
    final.setup.tns_ns 0 \
    postRouteAntennaNets 0 \
    avgViaCountPerCell 5.38 \
    r2r-end "input_base_offset" \
    ff2ff_path_depth 6 \
    globalplace.congestion 0.862 \
    rsz0062_at_grt "false" \
    syn_avg_cell_area_um2 12.9 \
    cp-start-kind "flop" \
    cts_setup_buffers 0 \
    ys_async_sr_fraction 0.146 \
    lay_top_count "clkdlybuf4s50_1" \
    drt-total-wl_um 4490 \
    rows 24 \
    edf_count 41 \
    cts_hold_buf 0 \
    logic_area_um2 872 \
    ys_types 46 \
    path_clk_slew_ns 0.04 \
    ys_warn_count 1 \
    r2r_start "input_base_offset" \
    dieArea_um2 5020 \
    slew_viol_final 0 \
    cpMaxStageDelayCell "dfrtp_1" \
    cp_data_required_time_ns 6.16 \
    arrival_ns 3.12 \
    numPortBuffers 68 \
    ys_area_um2 2370 \
    path_cells "buf_4 -> nor4b_1 -> nor2_1 -> or4_4 -> nor2b_4 -> xnor2_2 -> clkdlybuf4s50_1" \
    dpl_cell_area_um2 3090 \
    num_antenna_cells 0 \
    track_usage 0.207 \
    flop_area_um2 1410 \
    grt_pass1_vias 1688 \
    grt_pass1_wl_um 7510 \
    cts_tree "done" \
    grt_overflow_total 0 \
    outcome "finished clean" \
    final_hold_viol_count 0 \
    setup.worst_path.end "Divisor[14]" \
    setup_viol 0 \
    hp-class "flop to flop" \
    max-vdd-ir-drop_mv 0.190 \
    final_area_um2 3220 \
    drt_iter0_markers 77 \
    slew_headroom 0.434 \
]
routing by layer:
layer	wire [um]	part of all wire	vias to the layer above	track usage
li1	-	-	818	-
met1	1930	0.43	774	0.322
met2	2110	0.47	78	0.315
met3	416	0.093	2	0.0838
met4	26	0.0058	0	0.0222
met5	0	0	-	0
kinds of logic (layout without fill, tap and decap cells):
logic type,count (synthesis),count (layout),share of synthesized area
muxes,21,21,0.101
buffers and inverters,20,95,0.0375
adders and majority gates,1,1,0.00528
xor gates and xnor gates,17,17,0.0660
DFF,48,48,0.594
AOI/OAI and AO/OA,29,29,0.0824
and+or+nand+nor,48,48,0.113
stage by stage:
stage / total power, mW / worst slack [ns] / cells / util / hold WS [ns]
CTS: 1.13 / 3.01 / 311 / 0.724 / 0.492
floorplan: 0.651 / 3.80 / 184 / - / 0.460
finish: 1.12 / 3.04 / 311 / 0.724 / 0.493
global placement: 0.943 / 3.31 / 300 / 0.696 / 0.479
detailed placement: 0.952 / 3.27 / 300 / 0.696 / 0.484
global route: 1.20 / 2.83 / 311 / 0.724 / 0.504
layout make-up:
type | count | area share
multi-input combinational | 116 | 0.271
sequential | 48 | 0.437
clock inverter | 2 | 0.00389
clock buffer | 9 | 0.0354
timing repair buffer | 70 | 0.216
inverter | 14 | 0.0163
tap | 52 | 0.0202
sequential cells by signal, indices dropped and copies added, names as in the netlist:
register,flops
cdf_min0,20
RepeatState,1
input_base_offset,1
cdf_min1,20
State,3
output_start,1
input_start,1
output_base_offset,1
power breakdown:
part	switching [mW]	leakage (nW)	internal [mW]
clock network	0.0790	0.0628	0.0970
registers	0.0494	0.485	0.367
logic	0.189	0.627	0.337
total	0.318	1.17	0.801
cells in the mapped netlist (3+ instances only):
cell type,count,area [um2]
nor3_1,8,40.0
nand2_1,7,26.3
o22ai_1,3,18.8
edfxtp_1,41,1230
mux2_2,11,124
nand3_1,3,15.0
nor2_1,15,56.3
xor2_1,5,43.8
o21ai_0,4,20.0
a21oi_1,8,40.0
xnor2_1,11,96.3
inv_1,13,48.8
nor4_1,4,25.0
dfrtp_1,6,150
mux2i_1,8,80.1
worst min-delay path by stage:
stage / depth (start not counted) / slack [ns] / start / to
6_report: 2 / 0.49 / State[0] / State[0]
5_1_grt: 2 / 0.50 / State[0] / State[0]
4_1_cts: 2 / 0.49 / State[0] / State[0]
worst max-delay path: cells and delay by family, from the launching register on:
family	cells	cell delay, ns
xor gates and xnor gates	1	0.11
buffers and inverters	2	0.87
and+or+nand+nor	4	1.14
DFF	1	0.76
Power figures rest on the tool's default switching activity, not on a simulated workload.
